==> design.v <==
module VGA_Sync 
  #(parameter COLOR_BITS = 3)  
  (input i_Clk,
   input [9:0] i_Col_Count,
   input [9:0] i_Row_Count,
   input [COLOR_BITS-1:0] i_Red_Video,
   input [COLOR_BITS-1:0] i_Grn_Video,
   input [COLOR_BITS-1:0] i_Blu_Video,
   output reg o_HSync,
   output reg o_VSync,
   output reg [COLOR_BITS-1:0] o_Red_Video,
   output reg [COLOR_BITS-1:0] o_Grn_Video,
   output reg [COLOR_BITS-1:0] o_Blu_Video
   );
  parameter TOTAL_COLS  = 800;
  parameter TOTAL_ROWS  = 525;
  parameter ACTIVE_COLS = 640;
  parameter ACTIVE_ROWS = 480;
  parameter FRONT_PORCH_HORZ = 18;
  parameter BACK_PORCH_HORZ  = 50;
  parameter FRONT_PORCH_VERT = 10;
  parameter BACK_PORCH_VERT  = 33;
  reg [COLOR_BITS-1:0] r_Red_Video = 0;
  reg [COLOR_BITS-1:0] r_Grn_Video = 0;
  reg [COLOR_BITS-1:0] r_Blu_Video = 0;
  always @(posedge i_Clk)
  begin
    o_HSync <= ((i_Col_Count < FRONT_PORCH_HORZ + ACTIVE_COLS) || (i_Col_Count > TOTAL_COLS - BACK_PORCH_HORZ - 1));
    o_VSync <= ((i_Row_Count < FRONT_PORCH_VERT + ACTIVE_ROWS) || (i_Row_Count > TOTAL_ROWS - BACK_PORCH_VERT - 1));
  end
  always @(posedge i_Clk)
  begin
    if (i_Col_Count >= ACTIVE_COLS || i_Row_Count >= ACTIVE_ROWS) begin
      o_Red_Video <= 0;
      o_Grn_Video <= 0;
      o_Blu_Video <= 0;
    end else begin
      o_Red_Video <= i_Red_Video;
      o_Grn_Video <= i_Grn_Video;
      o_Blu_Video <= i_Blu_Video;
    end
  end
endmodule
==> run.sh <==
#!/bin/bash
# OpenROAD 26Q1-2900-gdf79404cd8, Yosys 0.63+post, stock flow scripts
make -C /OpenROAD-flow-scripts/flow DESIGN_CONFIG=/design/flow/config.mk WORK_HOME=/design/flow/orfs finish
==> config.mk <==
export PLATFORM = sky130hd
export DESIGN_NAME = VGA_Sync
export DESIGN_NICKNAME = VGA_Sync
export VERILOG_FILES = /design/flow/design.v
export SDC_FILE = /design/flow/constraint.sdc
export NUM_CORES = 4
export LEC_CHECK = 1
export CORE_AREA = 10 10 70 70
export DIE_AREA = 0 0 80 80
==> constraint.sdc <==
current_design VGA_Sync

set clk_period 1.1
set clk_io_pct 0.2

create_clock -name clk0 -period $clk_period [get_ports {i_Clk}]

set non_clock_inputs [all_inputs -no_clocks]
set_input_delay [expr $clk_period * $clk_io_pct] -clock clk0 $non_clock_inputs
set_output_delay [expr $clk_period * $clk_io_pct] -clock clk0 [all_outputs]
==> flow_summary.toml <==
# flow metrics
[status]
status = "finished, final reports clean"

[critical_path]
path_buffers = 1
arrival_ns = 1.17
critPathMaxFanout = 2
critical_path.top_delay_family = "simple AND/OR/NAND/NOR gates"
slowest_delay_ns = 0.52
critical_path_class = "input pin to flip-flop"
crit_slowest_cell = "or4_1"
end_kind = "flip-flop"
worstSetupStartpoint = "i_Col_Count[8]"
startpoint_type = "input pin"
crit_chain = "clkdlybuf4s50_1 > or4_1"
critPathRequiredTime_ns = 1.23

[clock_tree]
clk_pin_slew_worst_paths_ns = 0.06
cts_setup_buffers = 0
clock_path_buffers = 2
root_buffer = "clkbuf_4"
cts_tree = "built"
clock_sinks = 11
htree_levels = 1
cts-hold-fix-buffers = 0
cts_buffers = 3

[routing]
drc = 0
antenna_left = 0
vias_per_cell = 3.29
wl_um = 1380
n_antenna_cell = 0
drtIter0Drc = 6
first_pass_iters = 2
wl_per_cell_um = 11.4
num_vias = 398

[job]
warning_count = 27
drv_cap = 0

[final_layout]
drive_above_1_share_pct = 8.00
final_area_um2 = 831
area_growth_pct = 132
final_core_util_pct = 24.3
fin_cells = 121

[power]
power_density_mw_per_mm2 = 993
p_leak_nw = 0.409
vdd_ir_drop_max_uv = 196
finalPower_w = 0.000825

[final_timing]
fmax_mhz = 964
final_hold_viol_count = 0
min_period_over_period_pct = 94.4
rsz0062_at_grt = "no"
relSlewSlack_pct = 89.9
min_period_ns = 1.04
final-max-slew-violation-count = 0
finalWorstSetupSlack_ns = 0.0621
finalSetupViolCount = 0
tightestPinTransition_ns = 0.150

[placement]
gp_routability_congestion = 0.676
portBuffers = 38
dp.cells = 116
dpl_worst_slack_ns = -0.382
place_area_um2 = 791

[worst_hold_path]
holdCritPathClass = "input pin to flip-flop"
whs_endpoint = "o_HSync"
hold_path.startpoint = "i_Col_Count[9]"
min_path_cells = 3

[floorplan]
fp.dieH_um = 80
pin_count = 41
fp-utilization_pct = 10.5
die_w_um = 80
rows = 21
fp.dieArea_mm2 = 0.00640
fp.coreArea_mm2 = 0.00342

[synthesis]
synth.distinct_cells = 14
ys.flop_type = "dfxtp_1"
ys_sh_aoi_pct = 5.59
synth_seq_share_pct = 61.5
synth-edff-count = 0
syn-cell-area_um2 = 358
synth_flops = 11
ys_sh_adder_pct = 0
yosysWarnings = 1
mux_area_share_pct = 0
synth_area_leader_cell = "dfxtp_1"
yosys_cells = 33
synth.most_common_cell = "dfxtp_1"
ys_area_um2 = 358
ys_sh_simple_pct = 31.5
synth_area_per_cell_um2 = 10.8
synthArstFlopShare_pct = 0
synthTopCellsByCount = "dfxtp_1 (11), and2_1 (9), nand2_1 (2)"
synth_cells = 33
synthTopLogicFamily = "simple AND/OR/NAND/NOR gates"
netlist.area_leader.share_pct = 61.5
xor_area_share_pct = 0
ys_top_cells_by_area = "dfxtp_1 (62%), and2_1 (16%), nand4bb_1 (3.1%), and3b_1 (2.4%), o31a_1 (2.4%)"

[global_route]
grt_usage_pct = 3.89
first_global_vias = 497
antenna_found_initial = 0
grt.overflow.total = 0
grt_max_degree = 10
grt_pass1_wl_um = 2080
-- cell type report --
cell class	count	area, um^2
multi-input combinational	22	149
timing repair buffer	38	378
fill	381	2580
sequential	11	220
tap	46	57.6
clock buffer	4	26.3
-- report_power, final --
group / internal (W) / total [W] / switching (W)
registers: 0.000416 / 0.000420 / 0.00000325
logic: 0.000110 / 0.000145 / 0.0000352
clock network: 0.000140 / 0.000261 / 0.000121
total: 0.000666 / 0.000825 / 0.000160
-- per-stage QoR --
stage | TNS (ns) | hold slack, ns
3_5_place_dp | -2.83 | 0.800
4_1_cts | 0 | 0.412
6_report | 0 | 0.280
3_3_place_gp | -2.68 | 0.805
5_1_grt | 0 | 0.278
2_1_floorplan | 0 | 0.324
-- tightest hold or removal path: cells and delay by family --
| family | cells | cell delay [ns] |
|---|---|---|
| AND/OR/NAND/NOR | 2 | 0.15 |
| buffers and inverters | 1 | 0.14 |
-- how the worst max path moves through the flow --
stage / cells past startpoint / to / slack [ns]
finish: 2 / o_HSync / 0.06
CTS: 3 / o_HSync / 0.00004
global route: 4 / o_Red_Video[0] / 0.02
-- flip-flops by register name, summed over array words and instances (netlist names) --
signal,count
o_Blu_Video,3
o_Grn_Video,3
o_HSync,1
o_Red_Video,3
o_VSync,1
-- cells in the final DEF (no fill, tap or decap), types with 2 or more instances in the layout --
master	instances
and2_1	8
clkbuf_4	3
nand2_1	2
dfxtp_1	11
clkdlybuf4s50_1	15
dlygate4sd2_1	16
dlymetal6s2s_1	7
-- metal layers --
metal | global-route usage (%) | wire (um)
met3 | 2.39 | 220
met5 | 0 | 0
met2 | 5.62 | 559
met1 | 4.68 | 572
met4 | 1.23 | 30
-- logic make-up after synthesis --
kind of cell | count (synthesis)
and+or+nand+nor | 18
DFF | 11
AOI/OAI and AO/OA | 3
buffers and inverters | 1
-- timing repair --
item                       in CTS  in global routing
setup endpoints to repair      12                 10
gates cloned                    0                  1
pin swaps                       2                  3
gates resized                  16                 11
