## ./run.sh

```bash
#!/bin/bash
# OpenROAD 26Q1-2900-gdf79404cd8, Yosys 0.63+post, stock flow scripts
make -C /OpenROAD-flow-scripts/flow DESIGN_CONFIG=/design/flow/config.mk WORK_HOME=/design/flow/orfs finish
```

## ./config.mk

```make
export PLATFORM = sky130hd
export DESIGN_NAME = VGA_Counter
export DESIGN_NICKNAME = VGA_Counter
export VERILOG_FILES = /design/flow/design.v
export SDC_FILE = /design/flow/constraint.sdc
export NUM_CORES = 4
export LEC_CHECK = 1
export CORE_AREA = 10 10 91 91
export DIE_AREA = 0 0 101 101
```

## ./constraint.sdc

```tcl
current_design VGA_Counter

set clk_period 2.6
set clk_io_pct 0.2

create_clock -name clk0 -period $clk_period [get_ports {i_Clk}]

set non_clock_inputs [all_inputs -no_clocks]
set_input_delay [expr $clk_period * $clk_io_pct] -clock clk0 $non_clock_inputs
set_output_delay [expr $clk_period * $clk_io_pct] -clock clk0 [all_outputs]
```

## ./design.v

```verilog
module VGA_Counter
  (input            i_Clk, 
   output reg [9:0] o_Col_Count = 0, 
   output reg [9:0] o_Row_Count = 0
  );  
  parameter TOTAL_COLS  = 800;
  parameter TOTAL_ROWS  = 525;
  always @(posedge i_Clk)
  begin
    if (o_Col_Count == TOTAL_COLS-1)
    begin
      o_Col_Count <= 0;
      if (o_Row_Count == TOTAL_ROWS-1)
        o_Row_Count <= 0;
      else
        o_Row_Count <= o_Row_Count + 1;
    end
    else
      o_Col_Count <= o_Col_Count + 1;
  end
endmodule
```

==> flow_summary.yaml <==
# yosys + openroad results
synth:
  edff_count_synth: 10
  yosys-stat-area_um2: 945.9
  async_reset_ff_share_pct: 0
  synth.lib_cells_used.distinct: 26
  synthFlopType: "sky130_fd_sc_hd__edfxtp_1"
  synthCells: 87
  synth.avg_cell_area_um2: 10.87
  yosys_warnings: 1
  syn_std_cell_area_um2: 945.9
  ys_cells: 87
  synth_flops: 20
  seq_area_frac_synth_pct: 52.91
clock_network:
  post_cts_buffers: 0
  clkSlewWorstSetupHoldPaths_ps: 70
  tritoncts: "built"
  number_of_buffers_inserted_for_hold_repair_after_clock_tree_synthesis: 0
  cts.sink_count: 20
  source_to_sink_clock_delay_at_the_later_pin_of_the_worst_skew_pair_ps: 250
  post_cts.resized_instances: 0
  cts_made_buffers: 3
  clk_root_buffer_cell: "sky130_fd_sc_hd__clkbuf_8"
  cts_buffer_depth: 2
  clock_tree.htree_level_count: 1
power:
  p_leak_nw: 0.4842
  comb_power_share_pct: 0
  peakVddDrop_uv: 177.4
  clock_power_share_pct: 38.9
  swShare_pct: 18.54
  power-per-cell-area_nw_per_um2: 415.1
  netSwitchingPower_w: 0.00009926
  internal_power_w: 0.0004363
  power.sequential.fraction_pct: 61.1
routing:
  detailedRoute.firstIterationViolations: 28
  dr.pass1.iters: 4
  detail_route.wl_per_cell_um: 11.05
  antennaDiodeCount: 0
  viasPerCell: 3.883
  drc: 0
  wl_mm: 2.077
  route.antenna.remaining_nets: 0
  route.vias.total: 730
finish:
  area_growth_pct: 36.38
  drive_above_1_share_pct: 8.108
  final_core_utilization_pct: 20.32
  finish.instance_area_um2: 1290
sta:
  max_slew_margin_pct: 61.00
  timing_worst_slew_pin_value_ps: 580.1
  setup_viol: 0
  report.final.hold_viol_count: 0
  final_tns_setup_ps: 0
  min_period_ps: 1818
  final-max-slew-violation-count: 0
  unrepaired_setup_endpoints_after_global_routing: "no"
  finClkSkew_ps: 4.206
  share_of_the_cycle_needed_by_the_critical_path_after_routing_pct: 69.93
  fmaxAchievable_mhz: 550.0
  worst_hold_slack_ps: 477.0
floorplanning:
  dieWidth_um: 101
  die_ar_um2: 10200
  die_h_um: 101
  fp-utilization_pct: 14.90
  boundary_pins: 21
  fp-row-count: 29
  core_area_um2: 6350
grt:
  vias_in_the_first_global_route: 721
  gr-usage-all-layers_pct: 4.003
  pin_count_of_the_biggest_net_entering_global_routing: 15
  grt_pass1_wl_mm: 3.394
  grt_overflow_total: 0
  antenna_found_initial: 0
place:
  post-dp-hpwl_mm: 1.542
  placement.cell_area_um2: 1245
  gp_congestion: 0.7812
  port_buffers: 20
hold_path:
  worst_hold_path_type: "flop to flop"
  timing.hold.worst.start: "o_Col_Count[0]$_SDFF_PN0_"
  whs_path_cells: 1
  min_to: "o_Col_Count[0]$_SDFF_PN0_"
worst_setup_path:
  r2r_setup_slack_ps: 880
  timing.critical_path.from_type: "flop"
  cpMaxStageDelayCell: "sky130_fd_sc_hd__clkdlybuf4s50_1"
  timing.critical_path.buf_inv: 1
  worst-endpoint-arrival_ps: 1300
  largest_fanout_of_any_net_on_the_critical_path: 9
  crit_path_end_kind: "primary output"
  reg2reg_from: "o_Row_Count[1]$_SDFFCE_PN0N_"
  worstPathCellList: "clkdlybuf4s50_1"
  worstReg2RegEnd: "o_Row_Count[2]$_SDFFCE_PN0N_"
  timing.critical_path.max_delay_family: "buffers and inverters"
  number_of_cell_instances_on_the_worst_register_to_register_path: 5
  max_stage_delay_ps: 530
  timing_worst_setup_path_type: "flop to primary output"
  worst-endpoint-required_ps: 2080
status:
  status: "finished, final reports clean"
run:
  number_of_openroad_warnings: 26
  maxCapViolCount: 0
==> area by class of cell <==
type | count | area, um^2
Inverter | 5 | 18.77
Sequential cell | 20 | 500.5
Fill cell | 688 | 5060
Multi-Input combinational cell | 61 | 421.7
Clock buffer | 4 | 45.04
Tap cell | 77 | 96.34
Timing Repair Buffer | 21 | 207.7
==> logic make-up (layout without fill, tap and decap cells) <==
kind of cell               Yosys count  count (layout)  synth area share [%]
AOI/OAI and AO/OA                    9               9                 6.482
buffers and inverters                6              30                 2.513
DFF                                 20              20                 52.91
adders and majority gates            3               3                 3.969
xor gates and xnor gates            12              12                 11.11
and+or+nand+nor                     37              37                 23.02
==> layer usage <==
layer,GRT usage [%],vias up,wire (um)
met4,0.4287,0,16
met3,2.287,2,238
met1,5.047,342,1005
met2,6.044,21,817
met5,0,-,0
li1,-,365,-
==> cell usage in the layout (no fill, tap or decap), drive strengths merged, types with 4 or more instances in the layout <==
cell type,count
dfxtp,10
clkdlybuf4s50,20
nand2,4
nand3,7
nor2,8
xnor2,5
inv,5
nand4,5
xor2,7
clkbuf,4
edfxtp,10
==> power groups by stage <==
| stage | clock network (W) | registers (W) | logic (W) |
|---|---|---|---|
| final | 0.000208 | 0.000327 | 0.000000000265 |
| after CTS | 0.000215 | 0.000327 | 0.000000000265 |
| after global routing | 0.000226 | 0.000327 | 0.000000000265 |
==> flip-flops by register name (all words and copies together), names as in the netlist <==
register and cells:
o_Col_Count 10, o_Row_Count 10
==> synth_stat cells (2+ instances only) <==
cell type / n / area share [%]
sky130_fd_sc_hd__a21oi_1: 3 / 1.6
sky130_fd_sc_hd__and4_1: 3 / 2.8
sky130_fd_sc_hd__dfxtp_1: 10 / 21
sky130_fd_sc_hd__edfxtp_1: 10 / 32
sky130_fd_sc_hd__ha_1: 3 / 4.0
sky130_fd_sc_hd__inv_1: 5 / 2.0
sky130_fd_sc_hd__nand2_1: 4 / 1.6
sky130_fd_sc_hd__nand3_1: 7 / 3.7
sky130_fd_sc_hd__nand4_1: 4 / 2.6
sky130_fd_sc_hd__nor2_1: 8 / 3.2
sky130_fd_sc_hd__nor2b_1: 2 / 1.3
sky130_fd_sc_hd__nor3_1: 2 / 1.1
sky130_fd_sc_hd__nor4_2: 2 / 2.6
sky130_fd_sc_hd__o31ai_1: 2 / 1.6
sky130_fd_sc_hd__xnor2_1: 5 / 4.6
sky130_fd_sc_hd__xor2_1: 7 / 6.5
==> through the flow <==
stage          std cells  setup slack [ps]  total power [W]
6_report             188             781.8        0.0005355
5_1_grt              188             734.3        0.0005535
4_1_cts              188             773.8        0.0005422
3_5_place_dp         184             884.3        0.0003346
3_3_place_gp         184             917.4        0.0003346
2_1_floorplan         87             624.3        0.0003346
==> worst max path at each step <==
| stage | start | to | slack (ps) | depth (start not counted) |
|---|---|---|---|---|
| CTS | o_Col_Count[4]$_SDFF_PN0_ | o_Col_Count[4] | 770 | 1 |
| global route | o_Row_Count[0]$_SDFFCE_PN0N_ | o_Row_Count[4]$_SDFFCE_PN0N_ | 730 | 5 |
| finish | o_Col_Count[4]$_SDFF_PN0_ | o_Col_Count[4] | 780 | 1 |
No activity file was given, so power comes from the tool's default toggle rates.
